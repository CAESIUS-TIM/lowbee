`flow/config.mk`:
```
export PLATFORM = sky130hd
export DESIGN_NAME = password
export DESIGN_NICKNAME = password
export VERILOG_FILES = /design/flow/design.v
export SDC_FILE = /design/flow/constraint.sdc
export NUM_CORES = 4
export LEC_CHECK = 1
export CORE_UTILIZATION = 30
```
`flow/constraint.sdc`:
```
current_design password

set clk_period 2.8
set clk_io_pct 0.2

create_clock -name clk0 -period $clk_period [get_ports {clk}]

set non_clock_inputs [all_inputs -no_clocks]
set_input_delay [expr $clk_period * $clk_io_pct] -clock clk0 $non_clock_inputs
set_output_delay [expr $clk_period * $clk_io_pct] -clock clk0 [all_outputs]
```
`flow/design.v`:
```
module debounce 
#(
    parameter N = 1
)(
    input wire clk,
    input wire rst,
    input wire [N-1:0] key,
    output wire [N-1:0] key_pulse
); 
reg [N-1:0] key_rst; 
reg [N-1:0] key_rst_pre;
wire [N-1:0] key_edge;
reg [17:0] cnt;
reg [N-1:0] key_sec;
reg [N-1:0] key_sec_pre;
always @(posedge clk, negedge rst) begin 
    if (!rst) begin 
        key_rst <= {N{1'b1}};
        key_rst_pre <= {N{1'b1}};
    end else begin 
        key_rst <= key;
        key_rst_pre <= key_rst;
    end 
end 
assign key_edge = key_rst_pre & (~key_rst);
always @(posedge clk, negedge rst) begin 
    if(!rst)          cnt <= 18'h0;
    else if(key_edge) cnt <= 18'h0;
    else              cnt <= cnt + 1'h1;
end 
always @(posedge clk, negedge rst) begin 
    if (!rst)                key_sec <= {N{1'b1}};
    else if (cnt==18'h3ffff) key_sec <= key;
end
always @(posedge clk, negedge rst) begin 
    if (!rst) key_sec_pre <= {N{1'b1}};
    else      key_sec_pre <= key_sec; 
end 
assign key_pulse = key_sec_pre & (~key_sec); 
endmodule
module trans(
           input wire key,
           input wire rst,
           output reg led
       );
always @(posedge key, negedge rst)
    if (!rst)
        led <= 1;
    else if(key)
        led <= ~led;
    else
        led <= led;
endmodule
module main_trans
       #(
           parameter N = 4
       )
       (
           input wire clk,
           input wire rst,
           input wire [N-1:0] key,
           output wire [N-1:0] led
       );
wire [N-1:0] key_pulse;
debounce #(
             N
         )u_debounce(
             clk,rst,key,key_pulse
         );
genvar genvar_i;
generate
    for(genvar_i = 0; genvar_i < N; genvar_i = genvar_i + 1) begin: namespace_trans
        trans u_trans(key_pulse[genvar_i],rst,led[N - genvar_i - 1]);
    end
endgenerate
endmodule
module password #(
           N = 4
       )(
           input wire clk,
           input wire rst,
           input wire sw,
           input wire [N-1:0] in,
           output wire [N-1:0] led,
           output reg pwd
       );
reg [N-1:0] PWD;
initial begin
    PWD = 4'b1010;
end
main_trans #(
    .N(N)
) u_main_trans (
    .clk(clk),
    .rst(rst),
    .key(in),
    .led(led)
);
always @(led) begin
        if(sw)
            if(led == ~PWD)
                pwd <= 0;
            else
                pwd <= 1;
        else
            PWD = ~led;
	end
endmodule
```
`flow/run.sh`:
```
#!/bin/bash
# OpenROAD 26Q1-2900-gdf79404cd8, Yosys 0.63+post, stock flow scripts
make -C /OpenROAD-flow-scripts/flow DESIGN_CONFIG=/design/flow/config.mk WORK_HOME=/design/flow/orfs finish
```
==> results.py <==
# Metrics from the implementation run
metrics = {
    "timing": {
        "unclocked_regs": 9,
        "timing.hold.ws_ns": 0.363,
        "rsz0062_at_grt": "false",
        "fin_skew_ns": 0.00380,
        "finalSetupViolCount": 0,
        "relSlewSlack": 0.698,
        "setup_total_negative_slack_ns": 0,
        "tightest_slew_ns": 0.453,
        "timing.final.max_slew_violations": 0,
        "finalWorstSetupSlack_ns": 1.10,
        "unconstrained_endpoints": 14,
        "timing.final.hold_violations": 0,
        "post-route-min-period_ns": 1.70,
        "final.period_utilization": 0.609,
        "timing.fmax_ghz": 0.587,
    },
    "clock_tree": {
        "clock.latency.late_pin_ns": 0.28,
        "post_cts_buffers": 0,
        "cts-root-buf": "clkbuf_8",
        "cells_resized_by_post_cts_repair": 0,
        "cts-hold-fix-buffers": 0,
        "cts_buffers": 5,
        "tritoncts": "built",
        "cts.path.max_buffers": 2,
        "clkTransAtPathRegs_ns": 0.07,
        "cts-htree-levels": 2,
    },
    "worst_hold_path": {
        "min_path_cells": 0,
        "holdCritPathClass": "reg -> reg",
    },
    "grt": {
        "grt_pass1_wl_mm": 4.66,
        "grt_util_all_layers": 0.102,
        "grt_start_max_net_pins": 39,
        "grt_pass1_vias": 1034,
        "antenna_found_initial": 0,
        "grt-ovfl-total": 0,
    },
    "outcome": {
        "status": "finished, final reports clean",
    },
    "detailed_routing": {
        "num_vias": 1050,
        "routed_wirelength_mm": 2.61,
        "number_of_design_rule_violations_left_by_the_first_detailed_router_iteration": 40,
        "avgRoutedWirePerCell_um": 11.6,
        "drt_pre_antenna_iters": 4,
        "insertedDiodeCount": 0,
        "route.detailed.drc": 0,
        "tally_of_nets_with_antenna_violations_remaining_after_routing": 0,
        "avgViaCountPerCell": 4.69,
    },
    "synthesis": {
        "async_flop_share": 0.884,
        "post_synth_tally_of_flip_flops_with_integrated_enable": 0,
        "synthTopCellsByArea": "dfstp_2 31%, dfrtp_1 27%, xor2_1 5.2%, dlxtn_1 3.6%, nand4_1 3.0%",
        "synth.yosys.num_cells": 139,
        "top_cells_by_count": "20 x dfstp_2, 18 x dfrtp_1, 12 x nor2_1, 10 x xor2_1, 8 x nand4_1",
        "synth.ff_latch_count": 43,
        "ys_chip_area_um2": 1670,
        "top_cell_area_share": 0.314,
        "mean_area_per_synthesized_cell_um2": 12.0,
        "synth_top_cell_by_count": "dfstp_2",
        "warning_count_from_the_yosys_run": 3,
        "syn-cell-area_um2": 1670,
        "gate_count_after_technology_mapping": 139,
        "synth_cell_types": 33,
        "largest_area_cell": "dfstp_2",
        "synthFlopType": "dfstp_2",
    },
    "pwr": {
        "leakage_nw": 0.777,
        "comb_power_share": 0.045,
        "p_int_uw": 737,
        "largest_voltage_drop_on_the_vdd_net_uv": 257,
        "switching_share": 0.213,
        "power_density_nw_per_um2": 483,
        "seqPwrFrac": 0.566,
        "post-layout-total-power_uw": 936,
        "switchingPower_uw": 199,
        "power.share.clock": 0.389,
    },
    "worst_setup_path": {
        "data_arrival_time_of_the_worst_path_ns": 1.91,
        "timing.critical_path.from_type": "flip-flop",
        "criticalPathCategory": "reg -> reg",
        "critPathRequiredTime_ns": 3.01,
        "timing.reg2reg.setup_slack_ns": 1.10,
        "critical_path.endpoint_type": "flip-flop",
        "worstRegToRegCells": 4,
        "worstPathMaxFanout": 7,
    },
    "placed_design": {
        "postPlaceCellArea_um2": 1850,
        "io_buffers": 11,
        "pre_cts_slack_ns": 1.14,
        "routabilityCongestion": 0.819,
        "hpwl_dp_mm": 1.80,
        "numPlacedInstances": 216,
    },
    "floorplanning": {
        "die_area_um2": 5870,
        "row_count": 26,
        "floorplan.die.height_um": 76.6,
        "floorplan.core_area_um2": 5240,
        "io_pins": 12,
        "fp_util": 0.319,
        "die_width_um": 76.6,
    },
    "finish": {
        "layout.core_utilization": 0.370,
        "layoutNonFillerInstCount": 224,
        "design_area_um2": 1940,
        "syn2layout_area_growth_pct": 16.0,
        "post_route_cells_drive_above_1_share": 0.247,
    },
    "flow_run": {
        "maxCapViolCount": 0,
        "tool_warnings": 25,
    },
}
registers in the layout, indices dropped and copies added (netlist names):
name                                      cells
u_main_trans.u_debounce.key_rst_pre           4
u_main_trans.u_debounce.key_sec_pre           4
PWD                                           4
u_main_trans.u_debounce.key_rst               4
u_main_trans.u_debounce.key_sec               4
u_main_trans.u_debounce.cnt                  18
pwd                                           1
u_main_trans.namespace_trans.u_trans.led      4
area by class of cell:
cell class              instances  area [um^2]
fillers                       493         3300
flip-flops and latches         43         1050
multi-input cells              85          563
repair buffers                 13          125
well taps                      70         87.6
clock buffers                   6         82.6
inverters                       5         18.8
clock inverters                 2         11.3
power by group through the flow:
stage / Sequential, mW / Combinational (mW) / Clock (mW)
finish: 0.530 / 0.0420 / 0.364
CTS: 0.530 / 0.0440 / 0.377
global route: 0.532 / 0.0481 / 0.403
path summary, 6_finish.rpt:
check | start | end
setup / recovery | u_main_trans.u_debounce.cnt[0] | u_main_trans.u_debounce.key_sec[2]
hold / removal | u_main_trans.u_debounce.key_rst[0] | u_main_trans.u_debounce.key_rst_pre[0]
setup reg to reg | u_main_trans.u_debounce.cnt[0] | u_main_trans.u_debounce.key_sec[2]
hold reg to reg | u_main_trans.u_debounce.key_rst[0] | u_main_trans.u_debounce.key_rst_pre[0]
max in group asynchronous | rst | u_main_trans.u_debounce.key_sec_pre[2]
min in group asynchronous | rst | u_main_trans.u_debounce.cnt[4]
placed cells by master, fill, tap and decap left out, types with 5 or more instances in the layout:
| cell | instances |
|---|---|
| dfrtp_1 | 18 |
| nand4_1 | 8 |
| nor2_1 | 12 |
| nand2_1 | 5 |
| clkdlybuf4s50_1 | 11 |
| xnor2_1 | 5 |
| dfstp_2 | 20 |
| nand3_1 | 5 |
| xor2_1 | 10 |
| a21oi_1 | 5 |
| inv_1 | 5 |
| clkbuf_8 | 6 |
critical path: stages, from the launching register on:
cell,delay (ns)
dfrtp_1,0.42
ha_1,0.22
and4_1,0.36
nand4_1,0.28
mux2_2,0.35
cells by family after synthesis:
group | count (synthesis) | synth area share
AOI/OAI and AO/OA | 12 | 0.0434
xor gates and xnor gates | 15 | 0.0786
adders and majority gates | 1 | 0.00748
buffers and inverters | 11 | 0.0344
DFF | 38 | 0.584
latches | 5 | 0.0449
muxes | 4 | 0.0269
and+or+nand+nor | 53 | 0.180
metal layers:
layer / wire [um] / GRT usage
met4: 33 / 0.0135
met2: 1270 / 0.161
met5: 0 / 0
met3: 109 / 0.0304
met1: 1190 / 0.146
Power is estimated from default activity; no workload was simulated.
