==> design/flow/design.v <==
module fifo #(
           parameter DATA_WIDTH = 1,
           parameter DATA_SIZE = 8,
           parameter DATA_SIZE_WIDTH = get_width(DATA_SIZE-1)
       ) (
           input wire clk,
           input wire rst,
           input wire en_write,
           input wire en_read,
           inout wire [DATA_WIDTH-1:0]databus,
           output wire empty,
           output wire full,
           output wire [DATA_SIZE_WIDTH-1:0]head_bin,
           output wire [DATA_SIZE_WIDTH-1:0]tail_bin
       );
reg [DATA_WIDTH-1:0] register[DATA_SIZE-1:0];
reg [DATA_SIZE_WIDTH-1:0]head;
reg [DATA_SIZE_WIDTH-1:0]tail;
assign head_bin = bcd2bin(head);
assign tail_bin = bcd2bin(tail);
assign databus = (en_read)?register[head_bin]:{DATA_WIDTH{1'bz}};
assign empty = (head == tail);
assign full = (head == inc_gray(tail));
always @(posedge clk, negedge rst) begin
	if(!rst) begin
		head = 0;
		for(tail = 0; tail < DATA_SIZE - 1; tail = tail + 1) begin
			register[tail] = 0;
		end
		register[tail] = 0;
		tail = 0;
	end
	else if(en_write) begin
		if(!full) begin
			register[tail_bin] = databus;
			tail = inc_gray(tail);
		end
	end
	else if(en_read) begin
		if(!empty) begin
			head = inc_gray(head);
		end
	end
	else
		;  
end
function integer get_width(input integer x);
	for(get_width = 0; x > 0; get_width = get_width + 1)
		x = x >> 1;
endfunction
function [2:0] inc_gray(input [2:0] x);
	case(x)
		'b000:  
			inc_gray = 3'b001;
		'b001:  
			inc_gray = 3'b011;
		'b011:  
			inc_gray = 3'b010;
		'b010:  
			inc_gray = 3'b110;
		'b110:  
			inc_gray = 3'b111;
		'b111:  
			inc_gray = 3'b101;
		'b101:  
			inc_gray = 3'b100;
		'b100:  
			inc_gray = 3'b000;
		default:
			inc_gray = 3'b101;
	endcase
endfunction
function [2:0] dec_gray(input [2:0] x);
	case(x)
		'b000:  
			dec_gray = 3'b100;
		'b001:  
			dec_gray = 3'b000;
		'b011:  
			dec_gray = 3'b001;
		'b010:  
			dec_gray = 3'b011;
		'b110:  
			dec_gray = 3'b010;
		'b111:  
			dec_gray = 3'b110;
		'b101:  
			dec_gray = 3'b111;
		'b100:  
			dec_gray = 3'b101;
		default:
			dec_gray = 3'b101;
	endcase
endfunction
function [2:0] bcd2bin(input [2:0] x);
	case(x)
		'b000:  
			bcd2bin = 3'b000;
		'b001:  
			bcd2bin = 3'b001;
		'b011:  
			bcd2bin = 3'b010;
		'b010:  
			bcd2bin = 3'b011;
		'b110:  
			bcd2bin = 3'b100;
		'b111:  
			bcd2bin = 3'b101;
		'b101:  
			bcd2bin = 3'b110;
		'b100:  
			bcd2bin = 3'b111;
		default:
			bcd2bin = 3'b101;
	endcase
endfunction
function [2:0] bin2bcd(input [2:0] x);
	case(x)
		'b000:  
			bin2bcd = 3'b000;
		'b001:  
			bin2bcd = 3'b001;
		'b010:  
			bin2bcd = 3'b011;
		'b011:  
			bin2bcd = 3'b010;
		'b100:  
			bin2bcd = 3'b110;
		'b101:  
			bin2bcd = 3'b111;
		'b110:  
			bin2bcd = 3'b101;
		'b111:  
			bin2bcd = 3'b100;
		default:
			bin2bcd = 3'b101;
	endcase
endfunction
endmodule
module main_fifo
       #(
           parameter DATA_WIDTH = 1,
           parameter DATA_SIZE = 8,
           parameter DATA_SIZE_WIDTH = get_width(DATA_SIZE-1)
       )
       (
           input wire clk,
           input wire rst,
           input wire en_write,
           input wire en_read,
           output wire empty,
           output wire full,
           input wire [DATA_WIDTH-1:0]in,
           output wire [DATA_WIDTH-1:0]out,
           output wire [DATA_SIZE_WIDTH-1:0]head,
           output wire [DATA_SIZE_WIDTH-1:0]tail
       );
function integer get_width(input integer x);
	for(get_width = 0; x > 0; get_width = get_width + 1)
		x = x >> 1;
endfunction
wire [DATA_SIZE_WIDTH-1:0]databus;
fifo #(
         DATA_WIDTH,
         DATA_SIZE
     ) u_fifo (
         clk,
         rst,
         en_write,
         en_read,
         databus,
         empty,
         full,
         head,
         tail
     );
tri_state #(
              DATA_WIDTH
          ) u_tri_state (
              clk,
              rst,
              en_read,  
              en_write, 
              databus,
              in,
              out
          );
endmodule
module tri_state #(
           parameter DATA_WIDTH = 1
       )(
           input wire clk,
           input wire rst,
           input wire en_write,
           input wire en_read,
           inout wire [DATA_WIDTH-1:0]databus,
           input wire [DATA_WIDTH-1:0]in,
           output reg [DATA_WIDTH-1:0]out
       );
always @(posedge clk, negedge rst) begin
	if(!rst)
		out <= 0;
	else if(en_write)
		out <= databus;
	else
		out <= 0;
end
assign databus = (en_read)?in:{DATA_WIDTH{1'bz}};
endmodule
==> design/flow/run.sh <==
#!/bin/bash
# OpenROAD 26Q1-2900-gdf79404cd8, Yosys 0.63+post, stock flow scripts
make -C /OpenROAD-flow-scripts/flow DESIGN_CONFIG=/design/flow/config.mk WORK_HOME=/design/flow/orfs finish
==> design/flow/config.mk <==
export PLATFORM = sky130hd
export DESIGN_NAME = main_fifo
export DESIGN_NICKNAME = main_fifo
export VERILOG_FILES = /design/flow/design.v
export SDC_FILE = /design/flow/constraint.sdc
export NUM_CORES = 4
export LEC_CHECK = 1
export CORE_AREA = 10 10 81 81
export DIE_AREA = 0 0 91 91
==> design/flow/constraint.sdc <==
current_design main_fifo

set clk_period 4.1
set clk_io_pct 0.2

create_clock -name clk0 -period $clk_period [get_ports {clk}]

set non_clock_inputs [all_inputs -no_clocks]
set_input_delay [expr $clk_period * $clk_io_pct] -clock clk0 $non_clock_inputs
set_output_delay [expr $clk_period * $clk_io_pct] -clock clk0 [all_outputs]
==> Flow_metrics.wiki <==
== Run summary ==
{| class="wikitable"
! Metric !! Value
|-
| Status || stopped before the end
|-
| Last stage reached || 1_2_yosys
|-
| First reported error || ERROR: Found 1 problems in 'check -assert'.
|-
| Synthesized chip area reported by yosys || 1140 um2
|-
| Fraction of synthesis flops using an asynchronous set or reset pin || 1.00
|-
| Total of flip-flops plus latches after synthesis || 15
|-
| Flip-flops with a built-in enable || 0
|-
| Distinct cell type count after synthesis || 40
|-
| Portion of synthesized cell area occupied by the leading cell type || 0.330
|-
| Main area contributors || sky130_fd_sc_hd__dfrtp_1 (33%), sky130_fd_sc_hd__ha_1 (6.6%), sky130_fd_sc_hd__mux2_2 (5.9%), sky130_fd_sc_hd__xnor2_1 (3.8%), sky130_fd_sc_hd__mux2i_1 (3.5%)
|-
| Ys Warns || 7
|-
| Most used flip-flop cell after synthesis || sky130_fd_sc_hd__dfrtp_1
|-
| Number of standard cells reported by yosys || 113
|-
| Top cell type by total area after synthesis || sky130_fd_sc_hd__dfrtp_1
|-
| Fraction of the yosys area taken by sequential cells || 0.330
|}
[synthesized netlist by cell type (2+ instances only)]
cell	instances
sky130_fd_sc_hd__mux2i_1	4
sky130_fd_sc_hd__nor2_1	2
sky130_fd_sc_hd__clkbuf_1	4
sky130_fd_sc_hd__buf_2	3
sky130_fd_sc_hd__o311a_1	2
sky130_fd_sc_hd__o31ai_1	2
sky130_fd_sc_hd__nand3_1	5
sky130_fd_sc_hd__a21oi_1	4
sky130_fd_sc_hd__buf_4	2
sky130_fd_sc_hd__inv_1	7
sky130_fd_sc_hd__o21ai_0	5
sky130_fd_sc_hd__mux2_2	6
sky130_fd_sc_hd__xor2_1	4
sky130_fd_sc_hd__dfrtp_1	15
sky130_fd_sc_hd__o31a_1	2
sky130_fd_sc_hd__mux2_1	2
sky130_fd_sc_hd__nand2_1	3
sky130_fd_sc_hd__ha_1	6
sky130_fd_sc_hd__nor3b_1	2
sky130_fd_sc_hd__nand2b_1	6
sky130_fd_sc_hd__nor3_1	4
sky130_fd_sc_hd__xnor2_1	5
[logic make-up after synthesis]
| logic type | count (synthesis) | share of synthesized area |
|---|---|---|
| xor+xnor | 10 | 0.0835 |
| simple gates | 30 | 0.153 |
| flops | 15 | 0.330 |
| buf+inv | 17 | 0.0725 |
| fa+ha+maj | 6 | 0.0659 |
| mux | 14 | 0.147 |
| compound gates | 21 | 0.148 |
