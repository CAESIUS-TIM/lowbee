===== ./design.v =====
module segment (seg_data_1,seg_data_2,seg_led_1,seg_led_2);
input [3:0] seg_data_1;  
input [3:0] seg_data_2;  
output [8:0] seg_led_1;
output [8:0] seg_led_2;
reg [8:0] seg [9:0];
initial begin 
    seg[0] = 9'h3f;
    seg[1] = 9'h06; 
    seg[2] = 9'h5b; 
    seg[3] = 9'h4f; 
    seg[4] = 9'h66; 
    seg[5] = 9'h6d; 
    seg[6] = 9'h7d; 
    seg[7] = 9'h07; 
    seg[8] = 9'h7f; 
    seg[9] = 9'h6f;
end
assign seg_led_1 = seg[seg_data_1];
assign seg_led_2 = seg[seg_data_2];
endmodule

===== ./run.sh =====
#!/bin/bash
# OpenROAD 26Q1-2900-gdf79404cd8, Yosys 0.63+post, stock flow scripts
make -C /OpenROAD-flow-scripts/flow DESIGN_CONFIG=/design/flow/config.mk WORK_HOME=/design/flow/orfs finish

===== ./config.mk =====
export PLATFORM = sky130hd
export DESIGN_NAME = segment
export DESIGN_NICKNAME = segment
export VERILOG_FILES = /design/flow/design.v
export SDC_FILE = /design/flow/constraint.sdc
export NUM_CORES = 4
export LEC_CHECK = 1
export CORE_AREA = 10 10 70 70
export DIE_AREA = 0 0 80 80

===== ./constraint.sdc =====
current_design segment

set clk_period 1.0
set clk_io_pct 0.2

create_clock -name clk0 -period $clk_period

set non_clock_inputs [all_inputs -no_clocks]
set_input_delay [expr $clk_period * $clk_io_pct] -clock clk0 $non_clock_inputs
set_output_delay [expr $clk_period * $clk_io_pct] -clock clk0 [all_outputs]

==> report_table.html <==
<h2>Synthesis and place &amp; route</h2>
<table>
<tr><th>Metric</th><th>Value</th></tr>
<tr><th colspan="2">STA</th></tr>
<tr><td>Final number of setup-violating endpoints</td><td>11</td></tr>
<tr><td>Achievable frequency</td><td>850 MHz</td></tr>
<tr><td>Clock period minus worst slack</td><td>between 1000 and 1500 ps</td></tr>
<tr><td>Fin Hold WS</td><td>approximately 750 ps</td></tr>
<tr><td>Slack of the critical path</td><td>-176 ps</td></tr>
<tr><td>Max-slew violation count</td><td>0</td></tr>
<tr><td>Final period util</td><td>118%</td></tr>
<tr><td>Final tally of hold violations</td><td>0</td></tr>
<tr><td>RSZ-0062 raised after global routing</td><td>yes</td></tr>
<tr><th colspan="2">Global route</th></tr>
<tr><td>Pin count of the biggest net entering global routing</td><td>10</td></tr>
<tr><td>Total track usage</td><td>under 10%</td></tr>
<tr><td>Number of antenna violations at the first check in global routing</td><td>0</td></tr>
<tr><td>Vias in the first global route</td><td>453</td></tr>
<tr><td>Wire length of the first global-routing pass</td><td>between 2 and 2.5 mm</td></tr>
<tr><td>Remaining global-route overflow</td><td>0</td></tr>
<tr><th colspan="2">Synthesis</th></tr>
<tr><td>Proportion of synthesized chip area in sequential cells</td><td>0%</td></tr>
<tr><td>Post-synthesis cell area</td><td>402 sq um</td></tr>
<tr><td>Number of different library cells in the post-synthesis netlist</td><td>17</td></tr>
<tr><td>Synthesized netlist cell count</td><td>about 53</td></tr>
<tr><td>Number of cells in Yosys stat</td><td>~53</td></tr>
<tr><td>Number of warnings printed during yosys synthesis</td><td>1</td></tr>
<tr><td>Post-synth area hogs</td><td>ha_1 37%, nand2b_1 9.3%, a21o_1 7.5%</td></tr>
<tr><td>Library cell with the largest summed area after synthesis</td><td>ha_1</td></tr>
<tr><td>Avg Synthesized Cell Area</td><td>approximately 7.6 sq um</td></tr>
<tr><td>Area reported by Yosys stat</td><td>~400 sq um</td></tr>
<tr><td>Fraction of synthesized cell area taken by the top area cell type</td><td>37.4%</td></tr>
<tr><th colspan="2">Die</th></tr>
<tr><td>Number of top-level design ports</td><td>26</td></tr>
<tr><td>Initial standard-cell utilization of the core</td><td>a little under an eighth</td></tr>
<tr><td>Die Y</td><td>about 80 um</td></tr>
<tr><td>Rows</td><td>21</td></tr>
<tr><td>Placeable Area</td><td>0.00342 sq mm</td></tr>
<tr><td>Chip area</td><td>about 0.0064 sq mm</td></tr>
<tr><td>Die W</td><td>80 um</td></tr>
<tr><th colspan="2">Layout</th></tr>
<tr><td>Most numerous logic cells after layout</td><td>15 x buf_2, 10 x ha_4, 8 x buf_6</td></tr>
<tr><td>Area taken by flip-flops and latches</td><td>0 sq um</td></tr>
<tr><td>Clock tree buffer count of the final layout</td><td>0</td></tr>
<tr><td>Area growth from synthesis to layout</td><td>135%</td></tr>
<tr><td>Filler Cell Count</td><td>roughly 360</td></tr>
<tr><td>Share of cells above drive strength 1</td><td>75.6%</td></tr>
<tr><td>Seq Cell Count</td><td>0</td></tr>
<tr><td>Commonest non-fill, non-tap cell in the layout</td><td>buf_2</td></tr>
<tr><th colspan="2">Route</th></tr>
<tr><td>Residual antenna-violating net count after detailed routing</td><td>0</td></tr>
<tr><td>Vias post-DR</td><td>around 450</td></tr>
<tr><td>Via density</td><td>3.39</td></tr>
<tr><td>Post-route DRC violation count</td><td>0</td></tr>
<tr><td>Drt total wl</td><td>roughly 1.3 mm</td></tr>
<tr><td>Final antenna diode count</td><td>0</td></tr>
<tr><td>Wire length per cell</td><td>slightly below 10 um</td></tr>
<tr><td>First-pass iteration count of the detailed router</td><td>2</td></tr>
<tr><td>Starting DRC count in detailed routing</td><td>9</td></tr>
<tr><th colspan="2">Worst setup path</th></tr>
<tr><td>Category of the worst setup path capture point</td><td>output pin</td></tr>
<tr><td>Critical Path, Cell by Cell</td><td>buf_8 &gt; inv_6 &gt; buf_6 &gt; ha_4 &gt; nand2b_4 &gt; buf_6 &gt; a21o_1 &gt; buf_2</td></tr>
<tr><td>Worst-path cell with the longest stage delay</td><td>ha_4</td></tr>
<tr><td>Largest fanout of any net on the critical path</td><td>3</td></tr>
<tr><td>Type of the worst setup path</td><td>in2out</td></tr>
<tr><td>Crit path DAT</td><td>980 ps</td></tr>
<tr><td>Largest stage delay, worst path</td><td>around 130 ps</td></tr>
<tr><td>Critical path launch point type</td><td>primary input</td></tr>
<tr><td>Worst setup endpoint</td><td>seg_led_2[0]</td></tr>
<tr><td>Beginning of the critical path</td><td>seg_data_2[1]</td></tr>
<tr><td>Cell mode on critical path</td><td>buf_6</td></tr>
<tr><td>Required time at the worst-slack endpoint</td><td>800 ps</td></tr>
<tr><th colspan="2">Placed design</th></tr>
<tr><td>Number of I/O port buffers</td><td>22</td></tr>
<tr><td>Final GP Congestion</td><td>roughly 0.79</td></tr>
<tr><td>Post-DP HPWL</td><td>987 um</td></tr>
<tr><th colspan="2">Power</th></tr>
<tr><td>Total power per unit cell area</td><td>327 mW/mm^2</td></tr>
<tr><td>IR drop worst, VDD</td><td>134 uV</td></tr>
<tr><td>Cell leakage power</td><td>approximately 0.40 nW</td></tr>
<tr><td>Total Power Consumption</td><td>309 uW</td></tr>
<tr><th colspan="2">Run</th></tr>
<tr><td>Count of maximum capacitance violations</td><td>0</td></tr>
<tr><td>Tool warnings</td><td>around 44</td></tr>
<tr><th colspan="2">Worst hold path</th></tr>
<tr><td>Number of cells traversed by the worst hold path</td><td>3</td></tr>
<tr><td>Class of the most critical hold timing path</td><td>in2out</td></tr>
<tr><th colspan="2">Run status</th></tr>
<tr><td>Result of the run</td><td>finished, violations left</td></tr>
<tr><td>Violated checks</td><td>negative setup slack</td></tr>
<tr><th colspan="2">Clock tree</th></tr>
<tr><td>Cts hold-fix bufs</td><td>0</td></tr>
</table>
-- stage by stage --
stage | instances | setup WS, ps | instance area, sq um | util, % | setup TNS (ps)
floorplan | 56 | 6.27 | 413 | - | 0
global placement | 128 | -1010 | 717 | 21.0 | -12560
detailed placement | 128 | -1010 | 717 | 21.0 | -12600
CTS | 131 | -186 | 907 | 26.6 | -1400
global route | 132 | -217 | 945 | 27.7 | -1810
finish | 132 | -176 | 945 | 27.7 | -1330
-- worst max-delay path: cells and delay by family --
kind            cells  cell delay (ps)
fa+ha+maj           1              130
compound gates      1              130
simple gates        1               50
buf+inv             5              460
-- routing by layer --
layer	GRT usage [%]	vias up	share of wire [%]
li1	-	229	-
met1	4.94	210	43
met2	6.74	8	53
met3	0.682	0	3.7
met5	0	-	0
met4	0	0	0
-- where the power goes --
| group | switching [mW] | leakage (nW) | total, mW | internal [mW] |
|---|---|---|---|---|
| registers | 0 | 0 | 0 | 0 |
| clock network | 0 | 0 | 0 | 0 |
| logic | 0.127 | 0.398 | 0.309 | 0.181 |
| total | 0.127 | 0.398 | 0.309 | 0.181 |
-- cell type report --
type / instances / area (sq um) / share of cell area (%)
well taps: 46 / 57.6 / 6.09
repair buffers: 35 / 303 / 32.1
inverters: 5 / 46.3 / 4.90
multi-input cells: 46 / 538 / 57.0
-- synth_stat cells --
master    number
ha_1          12
nand2b_1       6
nor2_1         6
inv_1          5
a21o_1         4
buf_4          4
nand2_1        4
nand3_1        2
o21bai_1       2
a22oi_1        1
a22oi_2        1
and2_4         1
buf_6          1
conb_1         1
nand2b_4       1
nand3b_1       1
o211ai_1       1
-- timing repair --
| item | 4_1_cts | 5_1_grt |
|---|---|---|
| pin swaps | 13 | 8 |
| resized | 126 | 9 |
| setup endpoints to repair | 14 | 11 |
| buffers inserted | 3 | 1 |
| endpoints found under the hold margin | 0 | 0 |
-- kinds of logic after synthesis --
kind of cell / synth area share, %
AND-OR/OR-AND: 18.1
adder cells (fa/ha/maj): 37.4
buffers and inverters: 15.0
other: 0.934
AND/OR/NAND/NOR: 28.7
-- worst min path at each step --
stage	startpoint	end	slack, ps
6_report	seg_data_1[2]	seg_led_1[1]	750
5_1_grt	seg_data_1[2]	seg_led_1[1]	780
4_1_cts	seg_data_1[2]	seg_led_1[1]	760
No activity file was given, so power comes from the tool's default toggle rates.
